==> flow/config.mk <==
export PLATFORM = sky130hd
export DESIGN_NAME = Counter_X
export DESIGN_NICKNAME = Counter_X
export VERILOG_FILES = /design/flow/design.v
export SDC_FILE = /design/flow/constraint.sdc
export NUM_CORES = 4
export LEC_CHECK = 1
export CORE_UTILIZATION = 50
==> flow/constraint.sdc <==
current_design Counter_X

set clk_period 5.0
set clk_io_pct 0.2

create_clock -name clk0 -period $clk_period [get_ports {clk}]
create_clock -name clk1 -period $clk_period [get_ports {clk0}]
create_clock -name clk2 -period $clk_period [get_ports {clk1}]
create_clock -name clk3 -period $clk_period [get_ports {clk2}]

set non_clock_inputs [all_inputs -no_clocks]
set_input_delay [expr $clk_period * $clk_io_pct] -clock clk0 $non_clock_inputs
set_output_delay [expr $clk_period * $clk_io_pct] -clock clk0 [all_outputs]
==> flow/design.v <==
module Counter_X(
    input clk, rst,
    input clk0, clk1, clk2,
    input counter_we,
    input [31:0] counter_val,
    input [1:0] counter_ch,
    output counter0_out, counter1_out, counter2_out,
    output reg[31:0] counter_out
);
reg [32:0] counter0, counter1, counter2;
reg [31:0] counter0_Lock, counter1_Lock, counter2_Lock;
reg [23:0] counter_ctrl;
reg sq0, sq1, sq2;
reg M0, M1, M2;
reg clr0, clr1, clr2;
always @ (posedge clk or posedge rst) begin 
    if (rst) begin
        counter0_Lock <=0;
        counter1_Lock <=0;
        counter2_Lock <=0;
        counter_ctrl <=0;
    end
    else if (counter_we) begin
        case(counter_ch)
            2'h0: begin counter0_Lock <= counter_val; M0<=1; end
            2'h1: begin counter1_Lock <= counter_val; M1<=1; end
            2'h2: begin counter2_Lock <= counter_val; M2<=1; end
            2'h3: begin counter_ctrl <= counter_val[23:0]; end
        endcase
    end
    else begin 
        counter0_Lock <=counter0_Lock;
        counter1_Lock <=counter1_Lock;
        counter2_Lock <=counter2_Lock;
        counter_ctrl <=counter_ctrl;
        if(clr0) M0<=0;
        if(clr1) M1<=0;
        if(clr2) M2<=0;
    end
end
always @ (posedge clk0 or posedge rst) begin 
	if (rst)begin 
		counter0<=0; 
		sq0<=0; 
	end
	else begin
		case(counter_ctrl[2:1])
			2'b00:begin 
				if(M0) begin 
					counter0 <= {1'b0,counter0_Lock}; 
					clr0<=1; 
				end 
				else if(counter0[32]==0) begin 
					counter0 <= counter0 - 1'b1; 
					clr0<=0; 
				end
			end  
			2'b01:begin 
				if(counter0[32]==0) 
					counter0 <= counter0 - 1'b1; 
				else 
					counter0 <={1'b0,counter0_Lock}; 
			end
			2'b10:begin 
				sq0<=counter0[32];
				if (sq0!=counter0[32]) 
					counter0[31:0] <= {1'b0,counter0_Lock[31:1]}; 
				else 
					counter0 <= counter0 - 1'b1;
			end  
			2'b11: counter0 <= counter0 - 1'b1; 
		endcase
	end	
end
always @ (posedge clk1 or posedge rst) begin 
	if (rst) begin 
		counter1<=0;
		sq1<=0; 
	end
	else begin
		case(counter_ctrl[10:9])
			2'b00:begin 
				if(M1) begin 
					counter1 <= {1'b0,counter1_Lock}; 
					clr1<=1; 
				end 
				else if(counter1[32]==0) begin 
					counter1 <= counter1 - 1'b1; 
					clr1<=0; 
				end
			end
			2'b01:begin 
				if(counter1[32]==1) 
					counter1 <= counter1 - 1'b1; 
				else 
					counter1 <={1'b1,counter1_Lock}; 
			end
			2'b10:begin 
				sq1<=counter1[32];
				if (sq1!=counter1[32]) 
					counter1 <= {1'b0,counter1_Lock[31:1]}; 
				else 
					counter1 <= counter1 - 1'b1;
			end  
			2'b11: counter1 <= counter1 - 1'b1; 
		endcase
	end
end
always @ (posedge clk2 or posedge rst) begin 
	if (rst) begin 
		counter2<=0;
		sq2<=0; 
	end
	else begin
		case(counter_ctrl[10:9])
			2'b00:begin 
				if(M2) begin 
					counter2 <= {1'b0,counter2_Lock}; 
					clr2<=1; 
				end 
				else if(counter2[32] == 0) begin 
					counter2 <= counter2 - 1'b1; 
					clr2 <= 0; 
				end
			end  
			2'b01:begin 
				if(counter2[32] == 1) 
					counter2 <= counter2 - 1'b1; 
				else 
					counter2 <={1'b1,counter2_Lock}; 
			end
			2'b10:begin 
				sq2 <= counter2[32];
				if (sq2 != counter2[32]) 
					counter2 <= {1'b0,counter2_Lock[31:1]}; 
				else 
					counter2 <= counter2 - 1'b1;
			end  
			2'b11: counter2 <= counter2 - 1'b1; 
		endcase
	end
end
always @*
	case(counter_ch)
		2'h0: counter_out <= counter0[31:0];
		2'h1: counter_out <= counter1[31:0];
		2'h2: counter_out <= counter2[31:0];
		2'h3: counter_out <= {8'h00,counter_ctrl} ;
	endcase
assign counter0_out=counter0[32];
assign counter1_out=counter1[32];
assign counter2_out=counter2[32];
endmodule  
==> flow/run.sh <==
#!/bin/bash
# OpenROAD 26Q1-2900-gdf79404cd8, Yosys 0.63+post, stock flow scripts
make -C /OpenROAD-flow-scripts/flow DESIGN_CONFIG=/design/flow/config.mk WORK_HOME=/design/flow/orfs finish
==> qor.csv <==
stage,metric,value,unit
run_status,status,completed,
placement,pre_cts_ws,1.04,ns
layout,syn_to_final_growth,16.9,%
job,cap_violations,0,
worst_setup_path,r2r_cells,8,
grt,grt_pass1_vias,10974,
cts,ctsHoldBuffers,0,
final_timing,setup_ws,1.09,ns
final_timing,hold_violations,0,
floorplan,die-area,26900,um^2
floorplan,io_pins,75,
worst_hold_path,whs_path_depth,2,
floorplan,row_count,58,
grt,gr-total-overflow,0,
worst_setup_path,r2r_slack,1.58,ns
yosys,ys_async_sr_fraction,97.4,%
routing,drt-total-wl,45900,um
pwr,vdd_drop_max,0.298,mV
final_timing,slew_headroom,30.0,%
worst_setup_path,r2r_start,counter2[2],
final_timing,clock_skew,0.00676,ns
worst_setup_path,worst_r2r_endpoint,counter2[32],
yosys,yosys_area,13100,um^2
routing,drtIter0Drc,1128,
cts,cts_resized,0,
yosys,synthTopCellsByCount,"dfrtp_1 (222), mux2_2 (119), nand2_1 (81)",
yosys,ys.warnings.count,1,
routing,wl_per_cell,27.0,um
worst_setup_path,critPathLaunchType,input port,
placement,numPortBuffers,71,
pwr,cellLeakagePower,0.00611,uW
final_timing,tns,0,ns
routing,drc,0,
yosys,top_area_share,42.3,%
job,tool_warnings,29,
grt,grt_usage,37.7,%
floorplan,die_x,164,um
worst_setup_path,crit_fanout,22,
yosys,synth_cells,1287,
routing,ant_nets,0,
layout,drive_gt1_share,19.7,%
yosys,yosys-top-cells-area,"dfrtp_1 (42%), mux2_2 (10%), mux4_2 (4.1%)",
cts,clock-sinks,228,
grt,grt_pass1_wl,70000,um
yosys,ys_types,75,
routing,vias,11516,
worst_hold_path,hp-class,flip-flop to flip-flop,
floorplan,die_h,164,um
floorplan,initial_utilization,51.6,%
placement,dp_hpwl,31900,um
placement,gp_congestion,0.952,
final_timing,rsz0062_at_grt,no,
worst_hold_path,hold_start,clr0,
worst_hold_path,min_to,M0,
worst_setup_path,criticalPathCategory,input port to primary output,
yosys,syn_area,13100,um^2
grt,antenna_found_initial,1,
yosys,syn_avg_cell_area,10.2,um^2
routing,n_antenna_cell,0,
layout,nFillCells,2074,
yosys,synth_stat.cells,1287,
grt,grt_start_max_net_pins,57,
routing,drtPass1Iterations,6,
yosys,postSynthSeqShare,43.7,%
final_timing,worst_pin_slew,1.05,ns
final_timing,finalSetupViolCount,0,
yosys,flop_cell,dfrtp_1,
cts,cts_setup_buffers,0,
cts,clk_pin_slew,0.06,ns
yosys,ys.flops,228,
yosys,yosysTopAreaCell,dfrtp_1,
worst_setup_path,cp.arrival,2.91,ns
cts,cts_tree,yes,
pwr,powerDensity,573,nW/um^2
routing,vias_per_cell,6.79,
yosys,edf_count,6,
worst_setup_path,crit_path_end_kind,primary output,
worst_setup_path,required,4.00,ns
floorplan,fp.coreArea,25500,um^2
yosys,yosysMostFrequentCell,dfrtp_1,
final_timing,slew_viol_final,0,
[registers in the layout, summed over array words and instances (netlist names), 24 cells and up]
name / flops
counter1_Lock: 32
counter1: 33
counter2: 33
counter2_Lock: 32
counter_ctrl: 24
counter0: 33
counter0_Lock: 32
[stage by stage]
step                      utilization [%]  cell area, um^2  power (uW)  hold slack (ns)  instances
after CTS                            60.3            15300        8760            0.467       1696
after detailed placement             56.1            14300        6380            0.491       1643
after floorplan                         -            13100        5070            0.464       1287
after global routing                 60.3            15300        9260            0.499       1696
final                                60.3            15300        8790            0.471       1696
after global placement               56.1            14300        6340            0.483       1643
[per-layer routing]
layer  up-vias  GRT usage [%]  routed length (um)
met1      5677           57.5               19100
met5         -              0                  13
li1       5112              -                   -
met2       615           52.6               20200
met4         2           13.3                1950
met3       110           12.2                4600
[logic make-up after synthesis]
| group | synth area share (%) |
|---|---|
| flip-flops | 43.7 |
| AND/OR/NAND/NOR | 13.6 |
| adder cells (fa/ha/maj) | 0.857 |
| buffers and inverters | 3.61 |
| AND-OR/OR-AND | 21.0 |
| XOR/XNOR | 1.60 |
| multiplexers | 15.6 |
[how the worst max path moves through the flow]
stage,depth (start not counted),startpoint,slack [ns],to
after CTS,4,counter_ch[1],1.04,counter_out[14]
after global routing,4,counter_ch[1],0.96,counter_out[14]
final,4,counter_ch[1],1.09,counter_out[14]
[area by class of cell]
cell class                      instances  area, um^2  share of cell area [%]
Tap cell                              330         413                    2.69
Multi-Input combinational cell        935        6990                    45.5
Timing Repair Buffer                  112        1010                    6.57
Inverter                               38         146                   0.954
Sequential cell                       228        5740                    37.4
Clock buffer                           36         847                    5.52
Clock inverter                         17         208                    1.35
[critical path, cell delays in order]
cell             delay, ns
buf_2                 0.46
buf_4                 0.43
mux4_2                0.55
clkdlybuf4s50_1       0.44
[where the power goes]
group	internal (uW)	switching, uW	total (uW)
logic	1500	1500	3000
registers	2420	1010	3430
clock network	1390	973	2360
total	5310	3480	8790
[placed cells by master, fill, tap and decap left out, types with 11 or more instances in the layout]
master / instances
a22oi_1: 37
a222oi_1: 11
nand2_1: 81
mux4_2: 24
o21ai_0: 79
nor4_1: 31
clkdlybuf4s50_1: 69
a21oi_1: 74
a31oi_1: 19
a221oi_1: 16
xnor2_1: 18
nand3_1: 19
mux2i_1: 17
nor2_1: 71
inv_1: 36
o22a_1: 23
a22o_1: 13
clkbuf_16: 33
buf_4: 41
dfrtp_1: 222
o21a_1: 16
nor2b_1: 11
nor3_1: 48
a221o_1: 22
mux2_2: 119
No activity file was given, so power comes from the tool's default toggle rates.
