==> ./run.sh <==
#!/bin/bash
# OpenROAD 26Q1-2900-gdf79404cd8, Yosys 0.63+post, stock flow scripts
make -C /OpenROAD-flow-scripts/flow DESIGN_CONFIG=/design/flow/config.mk WORK_HOME=/design/flow/orfs finish
==> ./config.mk <==
export PLATFORM = sky130hd
export DESIGN_NAME = Enter
export DESIGN_NICKNAME = Enter
export VERILOG_FILES = /design/flow/design.v
export SDC_FILE = /design/flow/constraint.sdc
export NUM_CORES = 4
export LEC_CHECK = 1
export CORE_UTILIZATION = 50
==> ./constraint.sdc <==
current_design Enter

set clk_period 3.3
set clk_io_pct 0.2

create_clock -name clk0 -period $clk_period [get_ports {clk}]

set non_clock_inputs [all_inputs -no_clocks]
set_input_delay [expr $clk_period * $clk_io_pct] -clock clk0 $non_clock_inputs
set_output_delay [expr $clk_period * $clk_io_pct] -clock clk0 [all_outputs]
==> ./design.v <==
module Enter(
    input [4:0] BTN_OK,
    input clk,
    input [3:0] ctrl,
    output reg [31:0] Ai = 32'h557EF7E0, 
    output reg [31:0] Bi = 32'hD7BDFBD9,
    output reg [7:0] blink
);
    reg [2:0] blink_bit = 3'b111;
    always @(*) begin
        if(ctrl[0])
            case (blink_bit)
                3'b000: blink <= 8'b00000001;
                3'b001: blink <= 8'b00000010;
                3'b010: blink <= 8'b00000100;
                3'b011: blink <= 8'b00001000;
                3'b100: blink <= 8'b00010000;
                3'b101: blink <= 8'b00100000;
                3'b110: blink <= 8'b01000000;
                3'b111: blink <= 8'b10000000;
            endcase
        else
            blink <= 8'b00000000;
    end
    always @(posedge clk) begin
        if(ctrl[0]) begin
            if(BTN_OK[4])
                blink_bit <= blink_bit + 1;
            else if(BTN_OK[2])
                blink_bit <= blink_bit - 1;
            else if(BTN_OK[3]) begin
                case (blink_bit)
                    3'b000:begin
                        if (ctrl[3:1]==3'b000) Ai[3:0] <= Ai[3:0] + 1;
                        else if(ctrl[3:1]==3'b001) Bi[3:0] <= Bi[3:0] + 1;
                    end
                    3'b001:begin
                        if (ctrl[3:1]==3'b000) Ai[7:4] <= Ai[7:4] + 1;
                        else if(ctrl[3:1]==3'b001) Bi[7:4] <= Bi[7:4] + 1;
                    end
                    3'b010:begin
                        if (ctrl[3:1]==3'b000) Ai[11:8] <= Ai[11:8] + 1;
                        else if(ctrl[3:1]==3'b001) Bi[11:8] <= Bi[11:8] + 1;
                    end
                    3'b011:begin
                        if (ctrl[3:1]==3'b000) Ai[15:12] <= Ai[15:12] + 1;
                        else if(ctrl[3:1]==3'b001) Bi[15:12] <= Bi[15:12] + 1;
                    end
                    3'b100:begin
                        if (ctrl[3:1]==3'b000) Ai[19:16] <= Ai[19:16] + 1;
                        else if(ctrl[3:1]==3'b001) Bi[19:16] <= Bi[19:16] + 1;
                    end
                    3'b101:begin
                        if (ctrl[3:1]==3'b000) Ai[23:20] <= Ai[23:20] + 1;
                        else if(ctrl[3:1]==3'b001) Bi[23:20] <= Bi[23:20] + 1;
                    end
                    3'b110:begin
                        if (ctrl[3:1]==3'b000) Ai[27:24] <= Ai[27:24] + 1;
                        else if(ctrl[3:1]==3'b001) Bi[27:24] <= Bi[27:24] + 1;
                    end
                    3'b111:begin
                        if (ctrl[3:1]==3'b000) Ai[31:28] <= Ai[31:28] + 1;
                        else if(ctrl[3:1]==3'b001) Bi[31:28] <= Bi[31:28] + 1;
                    end
                endcase
            end else if(BTN_OK[1]) begin
                case (blink_bit)
                    3'b000:begin
                        if (ctrl[3:1]==3'b000) Ai[3:0] <= Ai[3:0] - 1;
                        else if(ctrl[3:1]==3'b001) Bi[3:0] <= Bi[3:0] - 1;
                    end
                    3'b001:begin
                        if (ctrl[3:1]==3'b000) Ai[7:4] <= Ai[7:4] - 1;
                        else if(ctrl[3:1]==3'b001) Bi[7:4] <= Bi[7:4] - 1;
                    end
                    3'b010:begin
                        if (ctrl[3:1]==3'b000) Ai[11:8] <= Ai[11:8] - 1;
                        else if(ctrl[3:1]==3'b001) Bi[11:8] <= Bi[11:8] - 1;
                    end
                    3'b011:begin
                        if (ctrl[3:1]==3'b000) Ai[15:12] <= Ai[15:12] - 1;
                        else if(ctrl[3:1]==3'b001) Bi[15:12] <= Bi[15:12] - 1;
                    end
                    3'b100:begin
                        if (ctrl[3:1]==3'b000) Ai[19:16] <= Ai[19:16] - 1;
                        else if(ctrl[3:1]==3'b001) Bi[19:16] <= Bi[19:16] - 1;
                    end
                    3'b101:begin
                        if (ctrl[3:1]==3'b000) Ai[23:20] <= Ai[23:20] - 1;
                        else if(ctrl[3:1]==3'b001) Bi[23:20] <= Bi[23:20] - 1;
                    end
                    3'b110:begin
                        if (ctrl[3:1]==3'b000) Ai[27:24] <= Ai[27:24] - 1;
                        else if(ctrl[3:1]==3'b001) Bi[27:24] <= Bi[27:24] - 1;
                    end
                    3'b111:begin
                        if (ctrl[3:1]==3'b000) Ai[31:28] <= Ai[31:28] - 1;
                        else if(ctrl[3:1]==3'b001) Bi[31:28] <= Bi[31:28] - 1;
                    end
                endcase
            end 
        end
    end
endmodule  
==> flow_metrics.tcl <==
# flow metrics
set metrics [dict create \
    status "finished clean" \
    hold_violations 0 \
    cts_hold_buf 0 \
    path_clk_slew_ps 70 \
    topRoutingLayerUsed "met4" \
    routedLengthMet1_um 3110 \
    chipArea_mm2 0.00810 \
    synthFlopType "edfxtp_1" \
    routed_wl_um 6770 \
    cts_resized 0 \
    slowest_stage "clkdlybuf4s50_1" \
    worst_slew_pin_slew_ps 567 \
    crit_chain "clkdlybuf4s50_1, nor2b_1, and2_1, clkdlybuf4s50_1" \
    ys_seq_share_pct 52.0 \
    first_pass_iters 4 \
    cp.arrival_ps 2160 \
    grt_setup_unrepaired "no" \
    critPathKind "input pin to output pin" \
    cp_common_cell "clkdlybuf4s50_1" \
    fin_crit_sh_pct 85.3 \
    netlist_area_mm2 0.00387 \
    cts_setup_buffers 0 \
    drive_above_1_share_pct 8.72 \
    dieWidth_um 90.0 \
    required_ps 2640 \
    grt_pass1_wl_um 11400 \
    route.antenna.remaining_nets 0 \
    cts_sinks 67 \
    maxSlewViolCount 0 \
    ys_warn_count 1 \
    synthArstFlopShare_pct 0 \
    top_area_cell "edfxtp_1" \
    antenna_cells 0 \
    dp_hpwl_um 4950 \
    vias_per_cell 4.94 \
    drt_iter0_drc 37 \
    synth.avg_cell_area_um2 14.2 \
    htree_levels 3 \
    tns_ps 0 \
    relSlewSlack_pct 61.9 \
    vdd_ir_drop_max_v 0.000251 \
    grt-ovfl-total 0 \
    ys_cells 272 \
    netlist_instances 272 \
    tool_warnings 32 \
    holdWs_ps 624 \
    clock_skew_ps 14.2 \
    vias 2303 \
    wire_per_inst_um 14.5 \
    topCellsByArea "edfxtp_1 (52%), ha_1 (13%), fa_1 (8.3%)" \
    fp_util_pct 52.5 \
    numSynthFlops 67 \
    setup_viol 0 \
    place_congestion 0.812 \
    insertion_delay_ps 330 \
    p_leak_uw 0.00192 \
    grt_usage_pct 19.2 \
    rows 31 \
    grt_pass1_vias 2300 \
    ys_top_cells_by_count "edfxtp_1 (67), ha_1 (39), xnor2_1 (33)" \
    clock_path_buffers 2 \
    wl_met3_um 334 \
    top_cell_area_share_pct 52.0 \
    yosys.stat.chipArea_mm2 0.00387 \
    cp_max_fo 8 \
    root_buffer "clkbuf_8" \
    slowest_delay_ps 680 \
    dieHeight_um 90.0 \
    pin_count 82 \
    drv_cap 0 \
    core_mm2 0.00737 \
    drt_drc_violations_left 0 \
    wl_met2_um 3240 \
    synth_cell_types 26 \
    cts_buffers 9 \
    tritoncts "yes" \
    syn_to_final_growth_pct 28.8 \
    period_needed_ps 2820 \
    edf_count 67 \
    fmax_ghz 0.355 \
    worstSetupStartpointType "input pin" \
    antenna_found_initial 0 \
    most_common_cell "edfxtp_1" \
    min_path_type "flip-flop to flip-flop" \
    grt_max_degree 49 \
    power_density_mw_per_mm2 354 \
    portBuffers 80 \
    worst_setup_path_end_kind "output pin" \
    power_uw 1770 \
]
## final cells by class
type                            instances  area [um^2]
Fill cell                             542         2380
Sequential cell                        67         2010
Multi-Input combinational cell        178         1730
Timing Repair Buffer                   86          858
Clock buffer                           10          128
Tap cell                               99          124
Inverter                               21         78.8
Clock inverter                          5         55.1
## path summary, 6_finish.rpt
check,from,end,slack (ps),depth (start not counted)
max reg2reg,blink_bit[0],Bi[11],1530,4
min,blink_bit[0],blink_bit[0],620,1
max,ctrl[0],blink[0],480,4
min reg2reg,blink_bit[0],blink_bit[0],620,1
## layout by cell type (no fill, tap or decap), drive strengths merged
cell type	n
clkinvlp	1
o21ba	1
xnor2	33
fa	16
nor4b	1
or2	1
nor2b	1
nand2	7
and2	5
bufinv	1
xor2	17
a21o	16
buf	6
o21a	1
and3	3
edfxtp	67
a21oi	17
nor3	13
clkinv	3
inv	21
clkdlybuf4s50	80
nand3	2
ha	39
nor2	4
nand2b	1
clkbuf	10
## stage by stage
stage / worst slack [ps] / util (%) / cells / cell area, um^2
global placement: 485 / 65.2 / 451 / 4800
finish: 484 / 67.7 / 466 / 4990
CTS: 474 / 67.7 / 466 / 4990
global route: 394 / 67.7 / 466 / 4990
detailed placement: 475 / 65.2 / 451 / 4800
floorplan: 26.2 / - / 272 / 3870
## registers in the layout, indices dropped and copies added, names as in the netlist
register   cells
Bi            32
Ai            32
blink_bit      3
## critical path, delay by kind of cell
| kind | cells | cell delay [ps] |
|---|---|---|
| buffers and inverters | 2 | 1130 |
| and+or+nand+nor | 2 | 360 |
## per-layer routing
layer / up-vias / GRT usage, %
met1: 1099 / 34.1
met5: - / 0
met3: 9 / 4.38
li1: 1137 / -
met4: 0 / 2.42
met2: 58 / 27.9
## cells by family (layout without fill, tap and decap cells)
logic type                 after synthesis  after routing  share of synthesized area, %
AOI/OAI and AO/OA                       35             35                          5.91
xor gates and xnor gates                50             50                          11.3
adders and majority gates               55             55                          20.9
buffers and inverters                   27            122                          3.33
DFF                                     67             67                          52.0
and+or+nand+nor                         38             38                          6.62
## power breakdown
group | internal [uW] | switching (uW)
logic | 83.2 | 87.4
clock network | 343 | 303
registers | 943 | 5.65
Power figures rest on the tool's default switching activity, not on a simulated workload.
