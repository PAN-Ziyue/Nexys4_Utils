## design/flow/design.v

```verilog
module Multi_8CH32(
	input clk, rst, EN,
	input [2:0] Test,
	input [63:0] point_in, LES,
	input [31:0] Data0, data1, data2, data3, data4, data5, data6, data7,
	output [7:0] point_out,
	output [7:0] LE_out,
	output [31:0] Disp_num
    );
	reg [31:0] disp_data = 32'hAA5555AA;
	reg [31:0] cpu_blink = 8'b11111111, cpu_point = 8'b00000000;
	MUX8T1_32 MUX1_DispData(
		.I0(disp_data),
		.I1(data1),
		.I2(data2),
		.I3(data3),
		.I4(data4),
		.I5(data5),
		.I6(data6),
		.I7(data7),
		.s(Test),
		.o(Disp_num)
		);
	MUX8T1_8 MUX2_Blink(
		.I0(cpu_blink),
		.I1(LES[15:8]),
		.I2(LES[23:16]),
		.I3(LES[31:24]),
		.I4(LES[39:32]),
		.I5(LES[47:40]),
		.I6(LES[55:48]),
		.I7(LES[63:56]),
		.s(Test),
		.o(LE_out)
		);
	MUX8T1_8 MUX3_Point(
    .I0(cpu_point),
    .I1(point_in[15:8]), 
    .I2(point_in[23:16]), 
    .I3(point_in[31:24]), 
    .I4(point_in[39:32]), 
    .I5(point_in[47:40]), 
    .I6(point_in[55:48]), 
    .I7(point_in[63:56]),  
    .s(Test),
	 .o(point_out)
    );
	always@(posedge clk) begin
		if(EN) begin
			disp_data <= Data0;
			cpu_blink <= LES[7:0];
			cpu_point <= point_in[7:0];
		end
		else begin
			disp_data <= disp_data;
			cpu_blink <= cpu_blink;
			cpu_point <= cpu_point;
		end
	end
endmodule
module MUX8T1_32(
	input [2:0] s,
	input [31:0] I0, I1, I2, I3, I4, I5, I6, I7,
	output reg [31:0] o
    );
always@(*) begin
	case(s)
		3'b000:o=I0;
		3'b001:o=I1;
		3'b010:o=I2;
		3'b011:o=I3;
		3'b100:o=I4;
		3'b101:o=I5;
		3'b110:o=I6;
		3'b111:o=I7;
	endcase
end
endmodule  
module MUX8T1_8(
	input [2:0] s,
	input [7:0] I0, I1, I2, I3, I4, I5, I6, I7,
	output reg [7:0] o
    );
always@* begin
    case(s)
        3'b000:o=I0;
        3'b001:o=I1;
        3'b010:o=I2;
        3'b011:o=I3;
        3'b100:o=I4;
        3'b101:o=I5;
        3'b110:o=I6;
        3'b111:o=I7;
    endcase
end
endmodule
```

## design/flow/run.sh

```bash
#!/bin/bash
# OpenROAD 26Q1-2900-gdf79404cd8, Yosys 0.63+post, stock flow scripts
make -C /OpenROAD-flow-scripts/flow DESIGN_CONFIG=/design/flow/config.mk WORK_HOME=/design/flow/orfs finish
```

## design/flow/config.mk

```make
export PLATFORM = sky130hd
export DESIGN_NAME = Multi_8CH32
export DESIGN_NICKNAME = Multi_8CH32
export VERILOG_FILES = /design/flow/design.v
export SDC_FILE = /design/flow/constraint.sdc
export NUM_CORES = 4
export LEC_CHECK = 1
export CORE_AREA = 10 10 175 175
export DIE_AREA = 0 0 185 185
```

## design/flow/constraint.sdc

```tcl
current_design Multi_8CH32

set clk_period 6.3
set clk_io_pct 0.2

create_clock -name clk0 -period $clk_period [get_ports {clk}]

set non_clock_inputs [all_inputs -no_clocks]
set_input_delay [expr $clk_period * $clk_io_pct] -clock clk0 $non_clock_inputs
set_output_delay [expr $clk_period * $clk_io_pct] -clock clk0 [all_outputs]
```

==> flow.log <==
[report] implementation figures
[metrics] Final Hold Fails: 0
[metrics] Final GP Congestion: 0.8741
[metrics] number of cells in Yosys stat: around 470
[metrics] count of distinct cell types in the synthesized netlist: 22
[metrics] number of antenna-violating nets in the routed design: 0
[metrics] Tmin final: 5.043 ns
[metrics] post-route DRC violation count: 0
[metrics] post-synthesis cell area: 4491 µm²
[metrics] Rows: 60
[metrics] uppermost signal routing layer after detailed routing: met4
[metrics] number of global-route vias before repair: 5773
[metrics] clock group share of total power: 0.233
[metrics] routed wire length on met2: 13.05 mm
[metrics] clk buf depth: 2
[metrics] vias after detailed routing: 5367
[metrics] Tightest Pin Transition: 0.8354 ns
[metrics] Worst Path Class, Setup: in2out
[metrics] FP Core Util: 0.1671
[metrics] standard cell core area: 26880 µm²
[metrics] total count of max-transition violations in the final report: 0
[metrics] Max Clock Freq: 0.1983 GHz
[metrics] CTS tree: built
[metrics] growth of design area from synthesis to finish: 106.0%
[metrics] post-synthesis register bit count: roughly 48
[metrics] Switching Power: ~0.32 mW
[metrics] floorplan die width: roughly 190 µm
[metrics] hold path cells: 1
[metrics] pin count of the biggest net entering global routing: 51
[metrics] Post-Syn Area per Cell: approximately 9.6 µm²
[metrics] vias per inst: between 4 and 5
[metrics] DR WL/cell: 21.60 µm
[metrics] result of the run: finished clean
[metrics] count of placed standard cells including taps: 1210
[metrics] global-route wire length before repair: approximately 37 mm
[metrics] register clock-pin slew on the reported worst setup and hold paths: 0.08 ns
[metrics] hold-critical path endpoint: disp_data[9]
[metrics] share of layout cells above drive strength 1: 0.03079
[metrics] required time of the critical path: 5.04 ns
[metrics] antenna violations before repair: 0
[metrics] Static Leak: 3.544 nW
[metrics] PortBufs: between 400 and 500
[metrics] Worst EP arrival: 3.78 ns
[metrics] maxcap violations: 0
[metrics] switching part of the total power: 0.2633
[metrics] Initial DRT Pass Iterations: 4
[metrics] Die Area: 34230 µm²
[metrics] gr ovfl total: 0
[metrics] worst-path maximum fanout: 50
[metrics] unrepaired setup endpoints after global routing: no
[metrics] cell at the root of the clock tree: clkbuf_16
[metrics] non-filler cells in the finished layout: 1219
[metrics] Synth Instances: about 470
[metrics] top logic cells by instance count in the layout: clkdlybuf4s50_1 (432), mux2i_1 (127), nor2_1 (58)
[metrics] Hold-fix buffers, CTS: 0
[metrics] num ports: 438
[metrics] number of synthesis warnings: 5
[metrics] max_slew headroom: 0.4411
[metrics] number of post-CTS setup repair buffers: 0
[metrics] highest-count logic cell in the final layout: clkdlybuf4s50_1
[metrics] number of H-tree levels: 2
[metrics] proportion of power drawn by combinational gates: 0.445
[metrics] class of the tightest hold or removal check: in2reg
[metrics] internal portion of total power: 0.8852 mW
[metrics] power per standard cell area: 129.9 nW/µm²
[metrics] number of clock buffers inserted by TritonCTS: 5
[metrics] sum of met3 wire segment lengths after detailed routing: between 2 and 3 mm
[metrics] final wirelength: 26.33 mm
[metrics] Worst setup EP type: output port
[metrics] Final period util: 0.8005
[metrics] DRT met1 WL: just over 10 mm
[metrics] number of clock sinks: approximately 48
[metrics] sequential element share of the synthesized area: 0.3210
[metrics] fill cell count: 2727
[metrics] final setup vio count: 0
[metrics] chip area in the Yosys report: around 4500 µm²
[metrics] accumulated negative setup slack: 0 ns
[metrics] tool warnings: 26
[metrics] Post-CTS Resized: 0
[metrics] placed wire-length estimate after detailed placement: 21.53 mm
[metrics] startpoint types: primary input
[metrics] Flop pwr share: 0.322
[metrics] Iter 0 DRT Violations: 191
[metrics] worst IR drop on VDD: slightly above 0.00009 V
[metrics] launch instance of the worst min-delay path: Data0[9]
[metrics] Die Ht: ~190 µm
[metrics] global routing usage summed across all routing layers: 0.1450
==> power groups by stage <==
stage	sequential [mW]	clock [mW]	combinational, mW
after CTS	0.387	0.295	0.543
after global routing	0.389	0.301	0.576
final	0.387	0.280	0.535
==> synthesized netlist by cell type (all sizes together) <==
library cell  number  area share
mux2i            127        0.28
nor2              58       0.048
edfxtp            48        0.32
a211oi            40       0.067
o22a              39       0.076
o22ai             39       0.054
buf               29       0.042
a21oi             25       0.028
clkbuf            19       0.016
nand2b            10       0.014
a221oi             8       0.016
a22o               8       0.016
inv                8      0.0067
nand2              4      0.0033
nor2b              3      0.0042
nand3b             1      0.0017
nor3               1      0.0011
o21ai              1      0.0011
or3                1      0.0014
==> layer usage <==
layer,vias up,track usage
met5,-,0
met4,0,0.02016
met3,17,0.04920
met2,263,0.2508
met1,2423,0.1743
li1,2664,-
==> flip-flops by register name, summed over array words and instances (netlist names) <==
name	flops
cpu_blink	8
disp_data	32
cpu_point	8
==> stage by stage <==
stage	total power, mW	setup slack [ns]	hold slack, ns	util	instance area [µm²]
3_3_place_gp	0.9339	1.220	1.815	0.3389	9107
4_1_cts	1.225	1.220	1.492	0.3440	9246
5_1_grt	1.266	1.053	1.496	0.3440	9246
3_5_place_dp	0.9336	1.241	1.818	0.3389	9107
6_report	1.202	1.257	1.507	0.3441	9249
2_1_floorplan	0.5565	2.780	1.359	-	4491
==> layout make-up <==
type / instances / area [µm²] / area share
tap: 341 / 426.7 / 0.04613
multi-input combinational: 365 / 2769 / 0.2994
timing repair buffer: 448 / 4441 / 0.4801
sequential: 48 / 1441 / 0.1558
inverter: 8 / 30.03 / 0.003247
clock inverter: 3 / 13.76 / 0.001488
antenna: 1 / 2.502 / 0.0002706
clock buffer: 5 / 125.1 / 0.01353
==> logic make-up after synthesis <==
family / Yosys count / share of synthesized area
AND-OR/OR-AND: 160 / 0.2575
buffers and inverters: 56 / 0.06436
multiplexers: 127 / 0.2831
flip-flops: 48 / 0.3210
AND/OR/NAND/NOR: 78 / 0.07412
==> worst max-delay path, cell delays in order <==
cell             delay, ns
buf_6                 0.39
buf_4                 0.72
mux2i_1               0.18
a211oi_1              0.38
o22a_1                0.21
clkdlybuf4s50_1       0.49
==> how the worst max path moves through the flow <==
stage / startpoint / end
final: Test[2] / Disp_num[26]
after global routing: Test[2] / Disp_num[26]
after CTS: Test[2] / Disp_num[26]
No activity file was given, so power comes from the tool's default toggle rates.
